==> flow/design.v <==
`timescale 1ns / 1ps
module qfour(input clk, reset,DAT,output reg [3:0] counter);
reg [2:0] shift;
always @(posedge clk)
begin 
shift <= (shift << 1) | DAT;
if(shift == 3'b101)
begin 
counter <=counter+1;
end 
 if(reset==1'b1)  
 begin 
 shift <= 3'b000;
 counter <= 4'b0000;
end 
end
endmodule
==> flow/run.sh <==
#!/bin/bash
# OpenROAD 26Q1-2900-gdf79404cd8, Yosys 0.63+post, stock flow scripts
make -C /OpenROAD-flow-scripts/flow DESIGN_CONFIG=/design/flow/config.mk WORK_HOME=/design/flow/orfs finish
==> flow/config.mk <==
export PLATFORM = sky130hd
export DESIGN_NAME = qfour
export DESIGN_NICKNAME = qfour
export VERILOG_FILES = /design/flow/design.v
export SDC_FILE = /design/flow/constraint.sdc
export NUM_CORES = 4
export LEC_CHECK = 1
export CORE_AREA = 10 10 70 70
export DIE_AREA = 0 0 80 80
export SYNTH_HDL_FRONTEND = slang
==> flow/constraint.sdc <==
current_design qfour

set clk_period 1.5
set clk_io_pct 0.2

create_clock -name clk0 -period $clk_period [get_ports {clk}]

set non_clock_inputs [all_inputs -no_clocks]
set_input_delay [expr $clk_period * $clk_io_pct] -clock clk0 $non_clock_inputs
set_output_delay [expr $clk_period * $clk_io_pct] -clock clk0 [all_outputs]
==> results.cfg <==
; yosys + openroad results
[sta]
maxClockFrequency_mhz = 708
setup_viol = 0
timing.setup.tns_ns = 0
timing.clock.skew_ns = 0.00120
tightest_slew_ns = 0.277
finalHoldViolCount = 0
final-max-slew-violation-count = 0
min_period_over_period = 0.941
slew-limit-headroom = 0.814
post-route-min-period_ns = 1.41
rsz0062_at_grt = false

[synthesis]
syn_area_per_cell_um2 = 11.3
synth-area-yosys_um2 = 260
ys.warnings.count = 0
synth_flops = 7
syn-cell-area_um2 = 260
synth_dominant_cell_count = dfxtp_1
synth_area_leader_cell = dfxtp_1
post_synth_inst_count = 23
yosysUniqueCellTypes = 12
asyncSetResetFlopFracSynth = 0
synth.yosys.seq_area_share = 0.538
flop_cell = dfxtp_1
ys_cells = 23
post_synth_top_cells = dfxtp_1 (7), nor2_1 (3), nor2b_1 (3)
synth_top_area_share = 0.538
top_cells_by_area = dfxtp_1 (54%), nand3b_4 (7.7%), nor2b_1 (7.2%)
enable_flop_cells = 0

[detailed_routing]
detail-route-antenna-nets = 0
drtIter0Drc = 0
route.final.wire_length_um = 538
post-route-drc-count = 0
vias = 189
routedWlPerCell_um = 6.81
post_drt_via_cell_ratio = 2.39
antenna-diode-count = 0
drt_pre_antenna_iters = 1

[die]
die_y_um = 80
die_area_um2 = 6400
die_width_um = 80
fp.coreArea_um2 = 3420
core.rowCount = 21
boundaryPins = 7
initial_core_util = 0.0762

[clocking]
htreeDepth = 1
tritoncts = done
clk_pin_slew_ns = 0.05
cts_hold_buffers_added = 0
postCtsSetupBuffers = 0
cts_repair_resize_count = 0
cts_root_buffer = clkbuf_4
clkLatencyLatePin_ns = 0.25
cts_inserted_buffers = 3
tritoncts_num_sinks = 7
clock_path_buffers = 2

[status]
result_of_the_run = completed

[setup_path]
crit_family = buffers and inverters
critPathLaunchType = flop
cpPeakStageDelay_ns = 0.49
path_buffers = 1
crit_path_end_kind = primary output
path_class = reg -> out
critical_path.cell_chain = clkdlybuf4s50_1
cpMaxStageDelayCell = clkdlybuf4s50_1
worst_r2r_path_depth = 3
timing.critical_path.fanout_max = 4
cp.depth = 1
crit_required_ns = 1.20
arrival_time_worst_endpoint_ns = 1.11

[placement]
gp_routability_congestion = 0.654
dp_hpwl_um = 430
placed_cells_incl_taps = 75
place.port_buffers = 6
placed_cell_area_um2 = 378

[pwr]
power_total_w = 0.000373
p_leak_nw = 0.166
p_per_area_nw_per_um2 = 923
irDropWorstVdd_v = 0.000291

[global_route]
grt_pass1_vias = 209
grt_max_degree = 8
globalRouteOverflowTotal = 0
track_usage = 0.0190
grt_antenna_before_repair = 0
grt_first_pass_wirelength_um = 924

[flow_run]
max_cap_viol_count = 0
tool_warnings = 25

[cells_and_area]
layout.cell_area.non_filler_um2 = 404
num-fill-cells = 403
final_std_cells_w_o_fill = 79
area_growth_syn_to_layout_pct = 55.3
drive_above_1_share = 0.121

[hold_path]
min_path_cells = 1
min-delay-path-class = reg -> reg
## state kept, by name, indices dropped and copies added (netlist names)
| name | cells |
|---|---|
| counter | 4 |
| shift | 3 |
## cells by family (layout without fill, tap and decap cells)
family	after synthesis	after routing	synth area share
simple gates	10	10	0.269
fa+ha+maj	1	1	0.0481
buf+inv	0	10	0
compound gates	2	2	0.0384
xor+xnor	2	2	0.0673
mux	1	1	0.0385
flops	7	7	0.538
## layout make-up
class | count | area (um^2) | share of cell area
Sequential cell | 7 | 140 | 0.347
Multi-Input combinational cell | 16 | 120 | 0.297
Timing Repair Buffer | 6 | 60.1 | 0.149
Tap cell | 46 | 57.6 | 0.142
Clock buffer | 4 | 26.3 | 0.0650
## layout by cell type (no fill, tap or decap), drive strengths merged
cell and instances:
a21oi 1, clkbuf 4, clkdlybuf4s50 6, dfxtp 7, ha 1, mux2i 1
nand3 1, nand3b 1, nand4b 1, nor2 3, nor2b 3, o21ai 1
or3 1, xor2 2
## stage by stage
step	setup slack, ns	hold slack (ns)	util
3_3_place_gp	0.357	0.461	0.111
2_1_floorplan	0.511	0.369	-
5_1_grt	0.00698	0.526	0.118
6_report	0.0883	0.485	0.118
3_5_place_dp	0.344	0.474	0.111
4_1_cts	0.0715	0.488	0.118
## power by group
group / internal (W) / switching [W]
Sequential: 0.000190 / 0.00000358
Combinational: 0.00000862 / 0.00000454
Clock: 0.000101 / 0.0000650
## final timing paths
check                           from                       to  slack (ns)
max          counter[1]$_SDFFE_PP0N_               counter[1]        0.09
min              shift[1]$_SDFF_PP0_      shift[2]$_SDFF_PP0_        0.49
max reg2reg      shift[0]$_SDFF_PP0_  counter[3]$_SDFFE_PP0N_        0.42
min reg2reg      shift[1]$_SDFF_PP0_      shift[2]$_SDFF_PP0_        0.49
## per-layer routing
metal | global-route usage | routed length [um] | vias up
met5 | 0 | 0 | -
met4 | 0.00176 | 0 | 0
met3 | 0.0227 | 94 | 0
met2 | 0.0217 | 153 | 9
met1 | 0.0228 | 290 | 80
li1 | - | - | 100
No activity file was given, so power comes from the tool's default toggle rates.
