## ./design.v

```verilog
`timescale 1ns / 1ps
module qthree(input [3:0]a,[1:0] b,[2:0] select, output reg [4:0] out);
parameter S0=3'b000;
parameter S1=3'b001;
parameter S2=3'b010;
parameter S3=3'b011;
parameter S4=3'b100;
parameter S5=3'b101;
parameter S6=3'b110; 
parameter S7=3'b111; 
always @ (a or b or select)
        begin
    case(select)
S0: if(select==3'b000)
    begin 
    out=a|b; 
    end 
S1: if(select==3'b001)
    begin 
    out=a+b; 
    end 
S2: if(select==3'b010)
    begin 
    out=a-b; 
    end 
S3: if(select==3'b011)
    begin
    out=a/b;
    end 
S4: if(select==3'b100) 
    begin 
    out=a % b; 
    end 
S5: if(select==3'b101) 
    begin 
    out= a<<1;
    end 
S6:if(select==3'b110) 
    begin 
    out=(a>=b); 
    end
S7:if(select==3'b111) 
    begin 
    out=(a&b); 
    end 
endcase
end
endmodule 
```

## ./run.sh

```bash
#!/bin/bash
# OpenROAD 26Q1-2900-gdf79404cd8, Yosys 0.63+post, stock flow scripts
make -C /OpenROAD-flow-scripts/flow DESIGN_CONFIG=/design/flow/config.mk WORK_HOME=/design/flow/orfs finish
```

## ./config.mk

```make
export PLATFORM = sky130hd
export DESIGN_NAME = qthree
export DESIGN_NICKNAME = qthree
export VERILOG_FILES = /design/flow/design.v
export SDC_FILE = /design/flow/constraint.sdc
export NUM_CORES = 4
export LEC_CHECK = 1
export CORE_AREA = 10 10 70 70
export DIE_AREA = 0 0 80 80
export SYNTH_HDL_FRONTEND = slang
```

## ./constraint.sdc

```tcl
current_design qthree

set clk_period 3.9
set clk_io_pct 0.2

create_clock -name clk0 -period $clk_period

set non_clock_inputs [all_inputs -no_clocks]
set_input_delay [expr $clk_period * $clk_io_pct] -clock clk0 $non_clock_inputs
set_output_delay [expr $clk_period * $clk_io_pct] -clock clk0 [all_outputs]
```

==> results_slide.txt <==
Key Metrics from the Run

Status
  • Violated checks: setup timing
  • Status: complete, but fails checks

Setup path
  • Critical-path top delay cell: fa_2
  • Setup CP Type: input pin to output port
  • Crit Path Max Fanout: 5
  • Crit path capture type: output port
  • Startpoint types: input pin
  • CP startpoint: b[0]
  • Delay of the slowest cell on the worst path: 0.37 ns
  • Worst Setup EP: out[2]
  • Worst EP arrival: 5.55 ns
  • Worst-path cell chain: buf_12 -> inv_8 -> ha_4 -> or2_4 -> fa_2 -> a31oi_4 -> mux2i_1 -> ha_1 -> o21a_1 -> nor2_4 -> nand2_4 -> mux2i_4 -> ha_4 -> a311o_1 -> nor3_2 -> nand2_2 -> mux2i_4 -> inv_1 -> fa_2 -> xor2_1 -> o32ai_2 -> dlxtp_1 -> buf_2
  • Required time worst endpoint: 3.12 ns

Routing
  • Per-cell routed wire length: 13.5 µm
  • Wire length on met2: 1320 µm
  • Post-Route M1 WL: 1390 µm
  • Via/cell ratio: 5.30
  • Post-Route WL: 2810 µm
  • Inserted Diodes: 0
  • Antenna-violating nets left: 0
  • First-iteration detailed-routing DRC count: 55
  • DR top layer: met4
  • Vias post-DR: 1,108
  • Metal3 WL: 91 µm
  • DRC: 0
  • First-pass DRT Iterations: 4

Die
  • DIE HEIGHT: 80 µm
  • Core ar.: 3420 µm²
  • Row cnt: 21
  • Init Core Util: 0.315
  • # IOs: 14
  • Die width: 80 µm
  • Die area: 6400 µm²

Power
  • Leakage: 0.577 nW
  • Pwr dens: 218 nW/µm²
  • Peak supply drop: 0.0814 mV

Flow run
  • MaxCap Viol Count: 0
  • OpenROAD warning count: 40

STA
  • Setup violations, final: 5
  • RSZ-0062 raised after global routing: yes
  • Setup TNS: -11.88 ns
  • Fmax: 0.158 GHz
  • Minimum clock period: 6.33 ns
  • Number of unconstrained endpoints: 5
  • Post-layout period usage: 1.62
  • Worst Tran Pin Value: 0.643 ns
  • Max Slew Vio Count: 0
  • Final hold violations: 0
  • Relative slew slack: 0.568
  • Count of unclocked register or latch pins: 5
  • Worst Slack Setup Final: -2.43 ns

Yosys
  • Mean Syn Cell Area: 7.23 µm²
  • Distinct lib cells: 44
  • Post-synth ARST share: 0
  • Mapped cell area: 1080 µm²
  • Yosys chip area: 1080 µm²
  • Cell area leaders: ha_1 (16%), fa_1 (7.4%), a21oi_1 (7.0%)
  • Synth warnings: 0
  • Top_reg_cell synth: dlxtp_1
  • Complex-gate fraction of the synthesized area: 0.301
  • Post-synthesis simple-gate area fraction: 0.218
  • Cell count after synthesis: 149
  • Synth area leader: ha_1
  • Number of cells in Yosys stat: 149
  • Xor and xnor area share after synthesis: 0.0325
  • Max-area cell share: 0.163
  • MUX share of area: 0.0650
  • Ys flops: 5
  • Top logic family: AND-OR/OR-AND gates
  • Adder-cell share of the synthesized area: 0.237
  • EDFF count, synth: 0

Place
  • Post-detail-place hpwl: 2320 µm
  • Port bufs: 14
  • Placer congestion estimate: 0.905
  • Pre-CTS WS: -3.84 ns

Layout
  • Fillcell total: 340
  • MI comb area: 1090 µm²
  • Sequential Area: 75.1 µm²
  • Share of post-route cells with drive strength above 1: 0.215
  • Synth-to-layout area growth: 31.1%
  • Max reg flops: 5

Clock network
  • Postcts setup bufs: 0
  • CTS Hold Buffers Added: 0

Global routing
  • Initial antenna violation count: 0
  • Vias in the first global route: 1,035
  • Total GRT Usage: 0.0893
  • Gr ovfl total: 0
  • Largest net degree at the start of global routing: 16
  • First-pass GRT wire length: 4840 µm
[cells in the mapped netlist, types with 4 or more instances]
| master | instances |
|---|---|
| inv_1 | 12 |
| nor3_1 | 6 |
| nor2_1 | 13 |
| ha_1 | 14 |
| o21ai_0 | 6 |
| a31oi_1 | 4 |
| mux2i_1 | 7 |
| clkbuf_1 | 5 |
| a21oi_1 | 15 |
| dlxtp_1 | 5 |
| fa_1 | 4 |
| nand2_1 | 12 |
[per-stage QoR]
stage / total power, mW / area, µm² / cells / util
after detailed placement: 0.264 / 1310 / 208 / 0.385
after global routing: 0.340 / 1410 / 209 / 0.414
after CTS: 0.287 / 1370 / 209 / 0.401
after global placement: 0.261 / 1310 / 208 / 0.385
after floorplan: 0.203 / 1150 / 154 / -
final: 0.308 / 1410 / 209 / 0.414
[worst max-delay path, delay by kind of cell]
kind | cells | cell delay (ns)
adders and majority gates | 5 | 1.37
AOI/OAI and AO/OA | 4 | 0.98
and+or+nand+nor | 5 | 0.82
muxes | 3 | 0.71
latches | 1 | 0.35
buffers and inverters | 4 | 0.33
xor gates and xnor gates | 1 | 0.19
[cell families (layout without fill, tap and decap cells)]
kind of cell	Yosys count	count (layout)
AND-OR/OR-AND	48	48
AND/OR/NAND/NOR	47	47
adder cells (fa/ha/maj)	18	18
buffers and inverters	18	27
multiplexers	7	7
latches	5	5
XOR/XNOR	4	4
other	2	7
[layout by cell type (no fill, tap or decap), types with 3 or more instances in the layout]
master           count
xor2_1               3
o21a_1               3
conb_1               7
mux2i_1              5
ha_1                11
clkdlybuf4s50_1      6
a21oi_1             13
nor3_1               5
inv_1               10
dlxtp_1              5
buf_2                5
ha_4                 3
o21ai_0              3
a31oi_1              3
nand2_1             10
nor2_1              12
[repair_timing]
action | in CTS | in global routing
resized | 52 | 8
cloned | 1 | 0
hold endpoints to repair | 0 | 0
endpoints found under the setup margin | 5 | 5
pin swaps | 19 | 5
[final cells by class]
type                       instances  area share
multi-input combinational        131       0.771
timing repair buffer              14      0.0895
sequential                         5      0.0531
tap                               46      0.0407
inverter                          12      0.0399
timing repair inverter             1     0.00531
[routing by layer]
layer  vias up  GRT usage
li1        579          -
met1       506      0.127
met2        21      0.148
met3         2    0.00682
met4         0     0.0106
met5         -          0
[where the power goes]
group	total (mW)	switching [mW]	internal [mW]
Combinational	0.298	0.163	0.135
Clock	0	0	0
Sequential	0.00917	0.000835	0.00834
Total	0.308	0.164	0.143
Power and IR drop assume default switching activity.
